### ./constraint.sdc
current_design subtractor

set clk_period 29.5
set clk_io_pct 0.2

create_clock -name clk0 -period $clk_period

set non_clock_inputs [all_inputs -no_clocks]
set_input_delay [expr $clk_period * $clk_io_pct] -clock clk0 $non_clock_inputs
set_output_delay [expr $clk_period * $clk_io_pct] -clock clk0 [all_outputs]
### ./config.mk
export PLATFORM = sky130hd
export DESIGN_NAME = subtractor
export DESIGN_NICKNAME = subtractor
export VERILOG_FILES = /design/flow/design.v
export SDC_FILE = /design/flow/constraint.sdc
export NUM_CORES = 4
export LEC_CHECK = 1
export CORE_AREA = 10 10 99 99
export DIE_AREA = 0 0 109 109
### ./run.sh
#!/bin/bash
# OpenROAD 26Q1-2900-gdf79404cd8, Yosys 0.63+post, stock flow scripts
make -C /OpenROAD-flow-scripts/flow DESIGN_CONFIG=/design/flow/config.mk WORK_HOME=/design/flow/orfs finish
### ./design.v
module subtractor(input [25:0] a,b,
		  output [25:0]diff  
		 );
wire [26:0] cin;
assign cin[0] = 1'b0;
genvar i;
generate begin
	for(i=0;i<26;i=i+1)
		fs f (a[i],b[i],cin[i], diff[i],cin[i+1]); 
end		
endgenerate
endmodule
module fs(input a,b,c,  
	  output diff,borr
	 );
assign diff = a ^ b ^c ;
assign borr = (~a & b) | (b & c) | (~a & c);
endmodule
module subtb;
reg [26:0] a,b;
wire [26:0] diff;
subtractor s(a,b,diff);
initial 
	$monitor("@%t ns: a= %d, b = %d, diff=%d",$time, a,b,diff);
initial begin
	a =27'h0000002;
	b = 27'b111_1111_1111_1111_1111_1111_1111;
#2
	a = 27'b111111111111111111111111111;
	b = 27'h0000002;
#2
	a = 27'h0000002;
	b = 27'h0000002;
end
endmodule
==> reports/metrics.cfg <==
[final_timing]
setup_viol = 0
slew_headroom = 0.9296
hold_viol = 0
unrepaired_setup_endpoints_after_global_routing = no
tightest_slew_ns = 0.1053
layout_min_cycle_time_ns = 22.54
slew_violations = 0
fin_setup_tns_ns = 0
max_freq_mhz = 44.36
timing.final.crit_share = 0.7641

[route]
route.detailed.drc = 0
via_per_inst = 2.691
insertedDiodeCount = 0
dr_total_vias = 689
postRouteAntennaNets = 0
detailedRoute.firstPassIterationCount = 2
first_iter_violations = 3
drt-wirelength-per-cell_um = 9.832
drt-total-wl_mm = 2.517

[global_route]
largest_net_degree_at_the_start_of_global_routing = 2
grt_antenna_before_repair = 0
overflow = 0
grt_first_pass_wirelength_mm = 3.829
grt_util_all_layers = 0.04016
first_global_vias = 814

[final_layout]
syn_to_final_growth_pct = 79.28
flop-count = 0
non_filler_instances = 256
sequential_cell_area_um2 = 0
drive_gt1_frac = 0
post-route-util = 0.2087
final_layout_top_logic_cells = sky130_fd_sc_hd__clkdlybuf4s50_1, sky130_fd_sc_hd__inv_1, sky130_fd_sc_hd__fa_1
dominant_logic_cell_type_in_the_layout = sky130_fd_sc_hd__clkdlybuf4s50_1
final.fill_count = 845
num-clock-buffers = 0

[power]
cellLeakagePower_nw = 0.7712
vdd_drop_max_mv = 0.006607
power_density_mw_per_mm2 = 19.12

[placement]
buffer_ports.inserted = 78
detailedPlacementHpwl_mm = 2.492
gp_congestion = 0.8259
numPlacedInstances = 256

[synth]
synth-seq-area-share = 0
yosysWarnings = 0
synth.yosys.num_cells = 102
synth.yosys.chip_area_um2 = 899.6
syn-instance-count = 102
synth_area_per_cell_um2 = 8.820
yosys.cell_types.count = 5
syn-cell-area_um2 = 899.6

[critical_path]
critical_path.slowest_cell = sky130_fd_sc_hd__clkdlybuf4s50_1
worstSetupStartpointType = input port
crit_arrival_ns = 16.64
critical-path-top-cell-by-count = sky130_fd_sc_hd__fa_1
timing.critical_path.required_ns = 23.60
path_max_fanout = 1
criticalPathCategory = input port to output port
worst_setup_path_end_kind = output port
biggest_cell_delay_along_the_critical_path_ns = 0.47

[floorplanning]
die_width_um = 109
fp.dieArea_mm2 = 0.01188
die_ht_um = 109
ioPinCount = 78
initCoreUtil = 0.1164
core_area_mm2 = 0.007727
row_count = 32

[run]
max-cap-violations = 0
log.warning_count = 32

[clocking]
postCtsHoldBufs = 0
post-cts-setup-buffer-count = 0
postCtsResizedCells = 0

[min_path]
hold_path_class = input port to output port

[outcome]
status = completed

[through the flow]
step / setup WS, ns / instance area, um^2 / hold slack [ns] / total power [mW]
floorplan: 8.091 / 899.6 / 12.03 / 0.01722
finish: 6.959 / 1613 / 12.80 / 0.03084
global route: 6.559 / 1613 / 12.85 / 0.03582
global placement: 6.953 / 1613 / 12.80 / 0.03180
CTS: 6.890 / 1613 / 12.82 / 0.03200
detailed placement: 6.907 / 1613 / 12.81 / 0.03184
[worst paths after layout]
| path | depth (start not counted) | to | from |
|---|---|---|---|
| worst max-delay path | 29 | diff[25] | a[0] |
| worst min-delay path | 5 | diff[0] | a[0] |
[kinds of logic (layout without fill, tap and decap cells)]
kind of cell,after synthesis,count (layout),synth area share
xor+xnor,1,1,0.02642
fa+ha+maj,25,25,0.5480
buf+inv,76,128,0.4256
[final cells by class]
type / count / area (um^2) / share of cell area
multi-input combinational: 26 / 516.7 / 0.3204
timing repair buffer: 78 / 780.7 / 0.4841
tap: 102 / 127.6 / 0.07913
inverter: 50 / 187.7 / 0.1164
[power by group]
| part | switching [mW] | internal [mW] |
|---|---|---|
| Sequential | 0 | 0 |
| Clock | 0 | 0 |
| Combinational | 0.00861 | 0.0222 |
| Total | 0.00861 | 0.0222 |
[worst max-delay path, delay by kind of cell]
| family | cells | cell delay [ns] |
|---|---|---|
| xor+xnor | 1 | 0.20 |
| buf+inv | 3 | 0.96 |
| fa+ha+maj | 25 | 9.59 |
[routing by layer]
metal  wire (um)  vias to the layer above  GRT usage
met5           0                        -          0
met4           0                        0          0
met3         741                        0    0.03883
met2         780                       71    0.05356
met1         996                      282    0.04871
li1            -                      336          -
[synth_stat cells]
master | n | share of area
sky130_fd_sc_hd__ha_1 | 1 | 0.014
sky130_fd_sc_hd__buf_4 | 26 | 0.22
sky130_fd_sc_hd__fa_1 | 24 | 0.53
sky130_fd_sc_hd__inv_1 | 50 | 0.21
sky130_fd_sc_hd__xor3_1 | 1 | 0.026
Power and IR drop assume default switching activity.
