==> design.v <==
module shift_reg(input clk, resetn, 
		 input [2:0]in,  
	  	 input shift  ,done,  
		 output  [70:0] data_out
		);
reg [70:0]temp;
always @(posedge clk, negedge resetn)begin
	if(resetn==1'b0)begin
		temp = 80'h0000000;
	end
	else begin
		if(shift)
			temp <= {temp[67:0],in};
	end
end
assign data_out = (done==1'b1) ? temp : 'hz;
endmodule
==> run.sh <==
#!/bin/bash
# OpenROAD 26Q1-2900-gdf79404cd8, Yosys 0.63+post, stock flow scripts
make -C /OpenROAD-flow-scripts/flow DESIGN_CONFIG=/design/flow/config.mk WORK_HOME=/design/flow/orfs finish
==> config.mk <==
export PLATFORM = sky130hd
export DESIGN_NAME = shift_reg
export DESIGN_NICKNAME = shift_reg
export VERILOG_FILES = /design/flow/design.v
export SDC_FILE = /design/flow/constraint.sdc
export NUM_CORES = 4
export LEC_CHECK = 1
export CORE_UTILIZATION = 40
==> constraint.sdc <==
current_design shift_reg

set clk_period 1.5
set clk_io_pct 0.2

create_clock -name clk0 -period $clk_period [get_ports {clk}]

set non_clock_inputs [all_inputs -no_clocks]
set_input_delay [expr $clk_period * $clk_io_pct] -clock clk0 $non_clock_inputs
set_output_delay [expr $clk_period * $clk_io_pct] -clock clk0 [all_outputs]
==> out/summary.txt <==
final worst-path cycle share -> 97.0%
total congestion overflow -> 0
largest registers -> temp: 71 flops
Vias/cell -> 4.25
Final Instance Area -> 4650 um2
Total Power -> 8.61 mW
Reg with most FFs -> temp
CP Cell Sequence -> clkdlybuf4s50_1
internal power -> 6.72 mW
Area Growth Syn to Fin -> 55.6%
Root Driver -> clkbuf_8
clk sinks -> 71
Max Clk Rate -> 0.687 GHz
slowest stage delay, CP -> 0.47 ns
# setup viols final -> 0
clk slew on worst S/H paths -> 0.07 ns
PD cells -> 1850 nW/um2
Antenna Nets Post-Route -> 0
switching share of total power -> 22.0%
first-pass iteration count of the detailed router -> 4
slew of the pin with the lowest slew margin -> 0.355 ns
Top cell area share -> 59.4%
ys flops -> 71
family with the most delay on the worst path -> buffers and inverters
Die Height -> 88.5 um
Peak VDD IR -> 0.856 mV
filler instances -> 522
YS chip area -> 2990 um2
CTS H-tree lvls -> 3
MaxCap Viol Count -> 0
Tot GR Track Use -> 14.2%
clk buf depth -> 2
Relative slew margins -> 76.3%
max-slew violation count -> 0
CTS buffer count -> 9
Hold Path Class -> primary input to asynchronous set/reset pin
CTS tree -> done
WL final -> 5390 um
global placer's final weighted congestion -> 0.715
Cell Area, Placed -> 3800 um2
largest net degree at the start of global routing -> 72
sequential share of the synthesized area -> 59.4%
Buffers on Ports -> 76
Synth cell types -> 5
Clk pwr share -> 16.7%
Synthesis Warnings -> 2
total number of vias -> 1,764
OpenROAD warning count -> 27
core area -> 7250 um2
first-pass GRT wire length -> 8280 um
Avg WL per Cell -> 13.0 um
Initial Utilization -> 41.2%
antenna violations before repair -> 0
Syn Area/Cell -> 19.9 um2
Row Count -> 31
Critical Path AT -> 1.15 ns
worst clock skew -> 0.00346 ns
area leader, netlist -> dfrtp_1
sequential power share -> 36.8%
slowest CP cell -> clkdlybuf4s50_1
Top cells by area -> dfrtp_1 (59%), mux2_4 (35%), buf_12 (4.7%)
vias in the first global route -> 1,698
cell count in the Yosys report -> 150
Die Width -> 88.5 um
Setup CP Type -> flop to primary output
Combinational Power Share -> 46.5%
cells after synthesis -> 150
violated checks -> negative hold slack
leakage power -> 2.60 nW
most numerous logic cell after layout -> buf_4
DIE AREA -> 7830 um2
Final Hold Vio Count -> 20
share of cells above drive strength 1 -> 53.5%
Startpoint Class -> flop
Req. time, crit path -> 1.20 ns
Detail Placement HPWL -> 3080 um
# diodes -> 0
final worst path period need -> 1.45 ns
Late-Pin Clk Latency -> 0.33 ns
CP max FO -> 2
run status -> complete, but fails checks
I/O pins -> 78
P_sw -> 1.89 mW
DRC -> 0
Post-Syn Area -> 2990 um2
DR iter-0 viols -> 46
most frequent cells in the layout -> buf_4 (79), dfrtp_1 (71), mux2_4 (70)
CP Capture Type -> primary output
WP buf/inv -> 1
max FFs per register -> 71
Hold Worst Slack -> -0.0101 ns
## kinds of logic (layout without fill, tap and decap cells)
| kind of cell | Yosys count | count (layout) | share of synthesized area (%) |
|---|---|---|---|
| multiplexers | 71 | 71 | 35.5 |
| flip-flops | 71 | 71 | 59.4 |
| buffers and inverters | 8 | 174 | 5.06 |
## worst paths after layout
path | start | endpoint | slack (ns) | depth (start not counted)
setup / recovery | temp[38]$_DFFE_PN0P_ | data_out[38] | 0.05 | 1
hold / removal | resetn | temp[60]$_DFFE_PN0P_ | -0.01 | 2
setup reg to reg | temp[66]$_DFFE_PN0P_ | temp[66]$_DFFE_PN0P_ | 0.48 | 3
hold reg to reg | temp[68]$_DFFE_PN0P_ | temp[68]$_DFFE_PN0P_ | 0.51 | 1
max in group asynchronous | resetn | temp[24]$_DFFE_PN0P_ | 1.24 | 2
min in group clk0 | shift | temp[4]$_DFFE_PN0P_ | 0.41 | 2
## power groups by stage
| stage | Sequential, mW | Combinational, mW | Clock, mW |
|---|---|---|---|
| after CTS | 3.23 | 3.63 | 1.50 |
| after global routing | 3.26 | 4.38 | 1.60 |
| final | 3.17 | 4.01 | 1.44 |
## area by class of cell
| cell class | count | area [um2] | area share, % |
|---|---|---|---|
| clock buffers | 12 | 145 | 3.12 |
| clock inverters | 4 | 45.0 | 0.968 |
| multi-input cells | 71 | 1060 | 22.8 |
| flip-flops and latches | 71 | 1780 | 38.2 |
| well taps | 99 | 124 | 2.66 |
| repair buffers | 158 | 1500 | 32.2 |
## repair_timing
action | 4_1_cts | 5_1_grt
hold endpoints to repair | 70 | 0
gates cloned | 0 | 0
buffers inserted | 47 | 30
setup endpoints to repair | 48 | 49
resized | 2 | 33
## per-stage QoR
step	TNS [ns]	util, %	worst slack [ns]	hold WS [ns]	std cells
after global placement	0	52.4	0.255	0.346	322
after CTS	0	59.9	0.0000503	-0.0120	385
final	0	64.1	0.0452	-0.0101	415
after floorplan	0	-	0.469	0.00441	150
after detailed placement	0	52.4	0.236	0.351	322
after global routing	-0.0405	64.1	-0.0321	0.00391	415
## synthesized netlist by cell type
cell type and count:
mux2_2 1, dfrtp_1 71, buf_6 1, buf_12 7
mux2_4 70
## layer usage
metal / GRT usage [%] / wire length, um
met1: 24.5 / 2650
met3: 3.78 / 329
met2: 19.3 / 2330
met5: 0 / 0
met4: 2.49 / 89
No activity file was given, so power comes from the tool's default toggle rates.
